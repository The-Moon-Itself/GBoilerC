--- ./config.mk ---
export PLATFORM = sky130hd
export DESIGN_NAME = Interrupt_Controller
export DESIGN_NICKNAME = Interrupt_Controller
export VERILOG_FILES = /design/flow/design.v
export SDC_FILE = /design/flow/constraint.sdc
export NUM_CORES = 4
export LEC_CHECK = 1
export CORE_AREA = 10 10 86 86
export DIE_AREA = 0 0 96 96
--- ./constraint.sdc ---
current_design Interrupt_Controller

set clk_period 1.7
set clk_io_pct 0.2

create_clock -name clk0 -period $clk_period [get_ports {i_Clk}]

set non_clock_inputs [all_inputs -no_clocks]
set_input_delay [expr $clk_period * $clk_io_pct] -clock clk0 $non_clock_inputs
set_output_delay [expr $clk_period * $clk_io_pct] -clock clk0 [all_outputs]
--- ./design.v ---
`timescale 1ns / 1ps
module LowestSetBit #(parameter SIZE = 8)(
    input [SIZE-1:0] i_Input,
    output [SIZE-1:0] o_Output
    );
    assign o_Output = ((i_Input-1)^i_Input)&i_Input;
endmodule
`timescale 1ns / 1ps
module Interrupt_Controller(
    input i_Clk,
    input i_Enable,
    input i_nRst,
    input [4:0] i_Interrupt_Request,
    input i_Interrupt_Handled,
    output [4:0] o_Interrupts,
    input i_Bus_Enable,
    input i_ReadWrite,
    input i_Register_Select,
    input [4:0] i_Bus,
    output [4:0] o_Bus
    );
    reg [4:0] IE = 5'b00000;
    reg [4:0] IF = 5'b00000;
    assign o_Interrupts = IE & IF;
    wire [4:0] priority_interrupt;
    LowestSetBit #(.SIZE(5)) priority_interrupt_bit
    (.i_Input(o_Interrupts & {5{i_Interrupt_Handled}}),
    .o_Output(priority_interrupt)
    );
    assign o_Bus = (i_Register_Select ? IE : IF) & {5{~i_ReadWrite & i_Bus_Enable}};
    always @(posedge i_Clk) begin
        if(~i_nRst) begin
            IF <= 5'b00000;
        end
        else if(i_Enable & i_Bus_Enable & i_ReadWrite & ~i_Register_Select) begin
            IF <= i_Bus;
        end
        else if(i_Enable) begin
            IF <= (IF & ~priority_interrupt) | i_Interrupt_Request;
        end
        if(~i_nRst) begin
            IE <= 5'b00000;
        end
        else if(i_Enable & i_Bus_Enable & i_ReadWrite & i_Register_Select) begin
            IE <= i_Bus;
        end
    end
endmodule
--- ./run.sh ---
#!/bin/bash
# OpenROAD 26Q1-2900-gdf79404cd8, Yosys 0.63+post, stock flow scripts
make -C /OpenROAD-flow-scripts/flow DESIGN_CONFIG=/design/flow/config.mk WORK_HOME=/design/flow/orfs finish
==> results.json <==
{
  "status": "finished clean",
  "chipArea_sq_mm": 0.00922,
  "worstSetupEndpointType": "output port",
  "syn_to_final_growth_pct": 70.3,
  "r2r_setup_slack_ns": 0.47,
  "ys_chip_area_sq_um": 612,
  "fin_crit_sh": 0.960,
  "die_h_um": 96,
  "setup_viol": 0,
  "hold_viol_final": 0,
  "top_area_frac": 0.327,
  "tightest_slew_ns": 0.348,
  "core_area_sq_mm": 0.00554,
  "antenna_found_initial": 0,
  "top_cells_by_area": "dfxtp_1, mux2i_1, nor2b_1",
  "crit_required_ns": 1.36,
  "grt_max_degree": 12,
  "grt_use_total": 0.0456,
  "path_max_fanout": 5,
  "drive_gt1_frac": 0.152,
  "grt_overflow": 0,
  "setup_ws_ns": 0.0680,
  "rsz0062_at_grt": "no",
  "ys_types": 25,
  "final_max_slew_viol_count": 0,
  "yosys_cells": 71,
  "crit_path_start_kind": "input port",
  "grt_pass1_vias": 636,
  "place_ws_ns": -0.335,
  "vias": 614,
  "via_per_inst": 3.47,
  "fp.dieW_um": 96,
  "warning_count": 25,
  "io_pins": 27,
  "cts_buffer_depth": 2,
  "power_density_mw_per_mm2": 597,
  "path_class": "input port to output port",
  "avgSynthCellArea_sq_um": 8.62,
  "ant_nets": 0,
  "crit_arrival_ns": 1.29,
  "ir_drop_mv": 0.171,
  "clkSlewWorstSetupHoldPaths_ns": 0.05,
  "synth_seq_share": 0.327,
  "drt_iter0_markers": 42,
  "dr.pass1.iters": 3,
  "max_slew_margin": 0.767,
  "hold_ws_ns": 0.490,
  "grt_pass1_wl_um": 3240,
  "ctsHoldBuffers": 0,
  "wl_um": 2100,
  "flop_cell": "dfxtp_1",
  "synth_warnings": 1,
  "initial_core_util": 0.110,
  "row_count": 27,
  "synth.cells.most_frequent": "dfxtp_1, mux2i_1, nor2_1",
  "fin_skew_ns": 0.000850,
  "cts_sinks": 10,
  "drcViolationCount": 0,
  "antenna_cells": 0,
  "fin_crit_ns": 1.63,
  "cts_buffers": 3,
  "hp-class": "flip-flop to flip-flop",
  "synth_area_sq_um": 612,
  "ys.flops": 10,
  "gp_congestion": 0.787,
  "fmax_ghz": 0.613,
  "dp_hpwl_um": 1710,
  "ys_async_sr_fraction": 0,
  "cts-htree-levels": 1,
  "cts-root-buf": "clkbuf_8",
  "p_leak_uw": 0.000453,
  "clock.latency.late_pin_ns": 0.23,
  "edf_count": 0,
  "wl_per_cell_um": 11.9,
  "port_buffers": 26,
  "nFillCells": 632,
  "cts_tree": "yes",
  "maxCapViolations": 0,
  "yosysTopAreaCell": "dfxtp_1",
  "syn_inst": 71
}
-- layout by cell type, fill, tap and decap left out, types with 3 or more instances in the layout --
master | netlist | final
clkdlybuf4s50_1 | 0 | 18
dfxtp_1 | 10 | 10
mux2i_1 | 10 | 10
buf_4 | 1 | 8
dlygate4sd2_1 | 0 | 7
nor2_1 | 7 | 6
nor2b_1 | 6 | 6
and2_1 | 5 | 5
nand2_1 | 4 | 4
inv_1 | 3 | 3
a21oi_1 | 3 | 3
o21a_1 | 3 | 3
clkbuf_8 | 0 | 3
-- metal layers --
metal	up-vias	track usage	wire (um)
met2	16	0.0779	988
li1	319	-	-
met3	2	0.0165	161
met1	277	0.0534	914
met4	0	0.00983	40
met5	-	0	0
-- worst paths after layout --
check | start | endpoint | cells past startpoint
worst min-delay path | IE[3] | IF[3] | 1
worst max register to register | IE[0] | IF[3] | 4
worst min register to register | IE[3] | IF[3] | 1
worst max-delay path | i_Register_Select | o_Bus[0] | 5
-- where the power goes --
group | total (uW) | leakage [uW] | switching [uW] | internal (uW)
combinational | 123 | 0.000349 | 47.8 | 75.2
clock | 242 | 0.0000216 | 87.2 | 155
sequential | 257 | 0.0000820 | 9.18 | 248
total | 622 | 0.000453 | 144 | 478
-- logic make-up after synthesis --
kind of cell | after synthesis | share of synthesized area
buffers and inverters | 7 | 0.0736
muxes | 10 | 0.164
DFF | 10 | 0.327
and+or+nand+nor | 29 | 0.268
AOI/OAI and AO/OA | 15 | 0.168
-- what timing repair did --
action,in CTS,in global routing
buffers inserted,1,0
setup endpoints to repair,5,0
resized,15,0
-- critical path, stage by stage --
cell and delay (ns):
dlygate4sd2_1 0.23, buf_6 0.13, mux2i_1 0.28, nor2_4 0.07, dlygate4sd2_1 0.25
-- state kept, by name, indices dropped and copies added (netlist names) --
signal / count
IE: 5
IF: 5
-- cell type report --
| type | instances | area, sq um | area share |
|---|---|---|---|
| clock buffer | 3 | 41.3 | 0.0396 |
| tap | 72 | 90.1 | 0.0864 |
| timing repair buffer | 35 | 318 | 0.305 |
| multi-input combinational | 54 | 382 | 0.366 |
| inverter | 3 | 11.3 | 0.0108 |
| sequential | 10 | 200 | 0.192 |
-- stage by stage --
stage / setup TNS, ns / util / cells / cell area (sq um) / power [uW]
4_1_cts: 0 / 0.188 / 177 / 1040 / 632
5_1_grt: 0 / 0.188 / 177 / 1040 / 653
3_3_place_gp: -2.22 / 0.178 / 173 / 988 / 382
6_report: 0 / 0.188 / 177 / 1040 / 622
3_5_place_dp: -2.05 / 0.178 / 173 / 988 / 382
2_1_floorplan: 0 / - / 71 / 612 / 316
Power is estimated from default activity; no workload was simulated.
