==> design.v <==
`timescale 1ns / 1ps
module Bypass_Register #(SIZE = 8, INITIAL = 0) (
    input i_Clk,  
    input i_Enable,  
    input i_nRst,  
    input i_Write,  
    input [SIZE-1:0] i_Data,  
    output [SIZE-1:0] o_Data  
    );
    wire [SIZE-1:0] register_data;
    Register #(.SIZE(SIZE), .INITIAL(INITIAL)) register
    (.i_Clk(i_Clk),
    .i_Enable(i_Enable),
    .i_nRst(i_nRst),
    .i_Write(i_Write),
    .i_Data(i_Data),
    .o_Data(register_data)
    );
    assign o_Data = i_Write ? i_Data : register_data;
endmodule
`timescale 1ns / 1ps
module Register #(SIZE = 8, INITIAL = 0) (
    input i_Clk,  
    input i_Enable,  
    input i_nRst,  
    input i_Write,  
    input [SIZE-1:0] i_Data,  
    output reg [SIZE-1:0] o_Data = INITIAL  
    );
    always @(posedge i_Clk, negedge i_nRst) begin
        if(!i_nRst) begin
            o_Data <= INITIAL;
        end
        else if (i_Enable == 1 && i_Write == 1) begin
            o_Data <= i_Data;
        end
    end
endmodule
`timescale 1ns / 1ps
module Register_File(
    input i_Clk,  
    input i_Enable,  
    input i_nRst,  
    input [7:0] i_Read8,  
    input [7:0] i_Write8,  
    input [7:0] i_Bus8,  
    output [7:0] o_Bus8,  
    input [5:0] i_Read16,  
    input [5:0] i_Write16,  
    input [15:0] i_Bus16,  
    output [15:0] o_Bus16,  
    output [15:0] o_HL  
    );
    wire [7:0] w_data;
    Bypass_Register Reg_W
    (.i_Clk(i_Clk),
    .i_Enable(i_Enable),
    .i_nRst(i_nRst),
    .i_Write(i_Write8[0] | i_Write16[0]),
    .i_Data(i_Write16[0] ? i_Bus16[15:8] : i_Bus8),
    .o_Data(w_data)
    );
    wire [7:0] z_data;
    Bypass_Register Reg_Z
    (.i_Clk(i_Clk),
    .i_Enable(i_Enable),
    .i_nRst(i_nRst),
    .i_Write(i_Write8[1] | i_Write16[0]),
    .i_Data(i_Write16[0] ? i_Bus16[7:0] : i_Bus8),
    .o_Data(z_data)
    );
    wire [7:0] b_data;
    Bypass_Register Reg_B
    (.i_Clk(i_Clk),
    .i_Enable(i_Enable),
    .i_nRst(i_nRst),
    .i_Write(i_Write8[2] | i_Write16[1]),
    .i_Data(i_Write16[1] ? i_Bus16[15:8] : i_Bus8),
    .o_Data(b_data)
    );
    wire [7:0] c_data;
    Bypass_Register Reg_C
    (.i_Clk(i_Clk),
    .i_Enable(i_Enable),
    .i_nRst(i_nRst),
    .i_Write(i_Write8[3] | i_Write16[1]),
    .i_Data(i_Write16[1] ? i_Bus16[7:0] : i_Bus8),
    .o_Data(c_data)
    );
    wire [7:0] d_data;
    Bypass_Register Reg_D
    (.i_Clk(i_Clk),
    .i_Enable(i_Enable),
    .i_nRst(i_nRst),
    .i_Write(i_Write8[4] | i_Write16[2]),
    .i_Data(i_Write16[2] ? i_Bus16[15:8] : i_Bus8),
    .o_Data(d_data)
    );
    wire [7:0] e_data;
    Bypass_Register Reg_E
    (.i_Clk(i_Clk),
    .i_Enable(i_Enable),
    .i_nRst(i_nRst),
    .i_Write(i_Write8[5] | i_Write16[2]),
    .i_Data(i_Write16[2] ? i_Bus16[7:0] : i_Bus8),
    .o_Data(e_data)
    );
    wire [7:0] h_data;
    Bypass_Register Reg_H
    (.i_Clk(i_Clk),
    .i_Enable(i_Enable),
    .i_nRst(i_nRst),
    .i_Write(i_Write8[6] | i_Write16[3]),
    .i_Data(i_Write16[3] ? i_Bus16[15:8] : i_Bus8),
    .o_Data(h_data)
    );
    wire [7:0] l_data;
    Bypass_Register Reg_L
    (.i_Clk(i_Clk),
    .i_Enable(i_Enable),
    .i_nRst(i_nRst),
    .i_Write(i_Write8[7] | i_Write16[3]),
    .i_Data(i_Write16[3] ? i_Bus16[7:0] : i_Bus8),
    .o_Data(l_data)
    );
    assign o_HL = {h_data, l_data};
    assign o_Bus8 = ({8{i_Read8[0]}} & w_data) |
                    ({8{i_Read8[1]}} & z_data) |
                    ({8{i_Read8[2]}} & b_data) |
                    ({8{i_Read8[3]}} & c_data) |
                    ({8{i_Read8[4]}} & d_data) |
                    ({8{i_Read8[5]}} & e_data) |
                    ({8{i_Read8[6]}} & h_data) |
                    ({8{i_Read8[7]}} & l_data);
    wire [15:0] wz_data = {w_data, z_data};
    wire [15:0] bc_data = {b_data, c_data};
    wire [15:0] de_data = {d_data, e_data};
    wire [15:0] hl_data = {h_data, l_data};
    wire [15:0] sp_data;
    Bypass_Register #(.SIZE(16)) Reg_SP
    (.i_Clk(i_Clk),
    .i_Enable(i_Enable),
    .i_nRst(i_nRst),
    .i_Write(i_Write16[4]),
    .i_Data(i_Bus16),
    .o_Data(sp_data)
    );
    wire [15:0] pc_data;
    Bypass_Register #(.SIZE(16)) Reg_PC
    (.i_Clk(i_Clk),
    .i_Enable(i_Enable),
    .i_nRst(i_nRst),
    .i_Write(i_Write16[5]),
    .i_Data(i_Bus16),
    .o_Data(pc_data)
    );
    assign o_Bus16 = ({16{i_Read16[0]}} & wz_data) |
                     ({16{i_Read16[1]}} & bc_data) |
                     ({16{i_Read16[2]}} & de_data) |
                     ({16{i_Read16[3]}} & hl_data) |
                     ({16{i_Read16[4]}} & sp_data) |
                     ({16{i_Read16[5]}} & pc_data);
endmodule
==> run.sh <==
#!/bin/bash
# OpenROAD 26Q1-2900-gdf79404cd8, Yosys 0.63+post, stock flow scripts
make -C /OpenROAD-flow-scripts/flow DESIGN_CONFIG=/design/flow/config.mk WORK_HOME=/design/flow/orfs finish
==> config.mk <==
export PLATFORM = sky130hd
export DESIGN_NAME = Register_File
export DESIGN_NICKNAME = Register_File
export VERILOG_FILES = /design/flow/design.v
export SDC_FILE = /design/flow/constraint.sdc
export NUM_CORES = 4
export LEC_CHECK = 1
export CORE_UTILIZATION = 30
==> constraint.sdc <==
current_design Register_File

set clk_period 2.2
set clk_io_pct 0.2

create_clock -name clk0 -period $clk_period [get_ports {i_Clk}]

set non_clock_inputs [all_inputs -no_clocks]
set_input_delay [expr $clk_period * $clk_io_pct] -clock clk0 $non_clock_inputs
set_output_delay [expr $clk_period * $clk_io_pct] -clock clk0 [all_outputs]
==> out/writeup.txt <==
The first global-routing pass estimated 50.3 mm of wire. The post-cts hold buffer count is 0, and the final-layout fill cell count is 2,094. In this run the critical register-to-register path is launched from Reg_L.register.o_Data[1]. In the layout the commonest cells are sky130_fd_sc_hd__buf_4, sky130_fd_sc_hd__o22ai_1, sky130_fd_sc_hd__dfrtp_1. For the overall fraction of global-route tracks in use, the log shows 28.6%. Routed wire length per instance: 23.3 µm. Entering global routing, the biggest net connects 49 pins. Setup repair after global routing could not meet its margin everywhere.

The fraction of layout cells with a size suffix above 1 was 44.3%. The logs give a warning total of 27. With the row count at 56, the maximum fanout along the worst path is 2.

Clock skew on the completed layout was measured at 0 ns. The warning tally printed by Yosys for this design is 2. The run gives 100% for the fraction of synthesis flops using an asynchronous set or reset pin. The final-report max-slew violation count was 0. Looking at the setup timing report, the critical path kind is register to primary output.

For reference, the clock transition at the flip-flops on the worst setup and hold paths is 0.08 ns. The clock root buffer was sky130_fd_sc_hd__clkbuf_16. The DRC marker count from the first detailed-route iteration is 943. The core region is 23,400 µm². The run finished, with violations left. The global placer's final weighted congestion was 0.998; the count of cell types in the netlist was 42. The final report lists the setup-violating endpoint count as 15. Counting flops with a built-in enable in the synthesized netlist gives 0. The horizontal die dimension reported for this design is 156 µm.

The pre-CTS setup check shows a worst slack of -0.934 ns. With the arrival time at the worst endpoint at 1.96 ns, the number of cell instances on the worst register-to-register path is 3. The commonest register cell is sky130_fd_sc_hd__dfrtp_1.

The final period demand of the worst path was 2.40 ns; the via count of the first global-routing pass was 8,297. The iteration count recorded for the first detailed-route pass is 6. The run gives 0.619 ns for the actual slew at the worst max-slew pin. Dividing total power by cell area gives a power density of 543 nW/µm². Looking at the reg2reg group, the worst path ends at Reg_L.register.o_Data[1]. The register bit count reported by yosys works out to 96. The required time of the critical path is 1.76 ns.

The tools report the reported max-cap violation count as 0. The H-tree was split into 3 levels. The number of antenna violations at the first check in global routing is 0, and the final worst setup slack is -0.200 ns.

The worst setup path is launched from a register. Counting along the longest clock path gives a buffer depth of 2. For the DRC violation count after routing, the log shows 0.

Port buffering added 94 buffers. In this run, the synthesized area fraction spent on adder and majority cells is recorded as 0%. The post-synthesis cell area was 7130 µm²; the reg2reg setup slack was 1.23 ns. Counting endpoints that fail hold in the final report gives 0. Including well taps, the total number of placed cells is 1,352. For this design, the sink count on the clock tree is 96. The portion of synthesized area spent on multiplexers is 16.6%. The finished layout holds 1,444 standard cells, fillers aside. The chip area was 24,400 µm²; the overall overflow remaining after global route was 0. TritonCTS built the clock tree. Per the timing report, the achievable frequency comes out to 417 MHz. The run gives 4.90 nW for the leakage power figure. Worst hold path class: input pin to asynchronous set/reset pin. For the source-to-sink clock delay at the later pin of the worst-skew pair, the log shows 0.36 ns. The synthesized netlist handed to floorplanning was reported with a cell count of 813.

The worst setup path is captured at a primary output. Of the synthesized area, sequential elements account for 33.7%. The worst pin sits at a relative slew slack of 58.6%. The post-synthesis compound-gate area fraction came out at 29.1%.

The wire-length estimate of the detail-placed layout is 23.6 mm. 0 antenna diodes ended up in the layout. Per the OpenROAD floorplan log, the height of the die is 156 µm. The number of cells reported by Yosys stat comes to 813. Post-route period utilization is reported as 109%. The script logs the ratio of routed vias to standard cells as 5.90. The synthesized netlist has a Yosys-reported chip area of 7130 µm². The checks that failed: negative setup slack.

The fraction of the mapped netlist area in simple logic gates is 14.7%, and the area fraction in xor and xnor cells is 0%. By instance count after routing, the leading logic cell type is sky130_fd_sc_hd__buf_4. VDD sags by at most 348 µV.

In this run the remaining antenna-violating nets after routing total 0. With the I/O pin count at 95, the per-instance average area after synthesis is 8.77 µm². Of the combinational cells, the family taking the most area is AND-OR/OR-AND gates.

In this run the layout overhead on the synthesized area is reported as 62.0%. The routed design has 33.7 mm of wire. For the total via count in the routed design, the log shows 8,514. Buffers inserted during clock tree synthesis total 9. The run gives 30.5% for the floorplan-stage core utilization.
## metrics by stage
step	power, mW	utilization (%)	hold WS, ns	TNS, ns	cell area [µm²]
6_report	6.28	49.4	0.0741	-1.43	11600
5_1_grt	6.54	49.4	0.107	-2.30	11600
4_1_cts	6.16	48.5	0.0811	-1.26	11400
3_5_place_dp	4.27	42.3	0.475	-26.00	9890
3_3_place_gp	4.25	42.3	0.471	-25.87	9890
2_1_floorplan	3.18	-	0.144	0	7130
## cells by family (layout without fill, tap and decap cells)
| family | after synthesis | after routing |
|---|---|---|
| simple gates | 197 | 197 |
| compound gates | 313 | 313 |
| buf+inv | 99 | 411 |
| flops | 96 | 96 |
| mux | 108 | 108 |
## state kept, by name, summed over array words and instances, names as in the netlist
name,cells
Reg_H.register.o_Data,8
Reg_B.register.o_Data,8
Reg_C.register.o_Data,8
Reg_L.register.o_Data,8
Reg_W.register.o_Data,8
Reg_SP.register.o_Data,16
Reg_Z.register.o_Data,8
Reg_E.register.o_Data,8
Reg_D.register.o_Data,8
Reg_PC.register.o_Data,16
## critical path, cell delays in order, from the launching register on
cell	delay (ns)
sky130_fd_sc_hd__dfrtp_1	0.39
sky130_fd_sc_hd__or2b_4	0.22
sky130_fd_sc_hd__a31oi_4	0.10
sky130_fd_sc_hd__buf_6	0.14
sky130_fd_sc_hd__a32o_1	0.19
sky130_fd_sc_hd__or4_4	0.44
sky130_fd_sc_hd__buf_2	0.13
## final cells by class
class	count	area, µm²	area share (%)
Inverter	4	22.5	0.195
Tap cell	319	399	3.45
Sequential cell	96	2400	20.8
Timing Repair Buffer	391	3640	31.5
Clock buffer	10	239	2.07
Multi-Input combinational cell	618	4800	41.5
Clock inverter	6	52.6	0.455
## power breakdown
part	internal (mW)	total, mW	leakage (nW)	switching, mW
Combinational	1.32	2.49	3.67	1.17
Sequential	2.02	2.19	1.09	0.167
Clock	0.816	1.61	0.137	0.790
## layer usage
layer | track usage, % | routed length (µm) | up-vias
met5 | 0 | 0 | -
met4 | 9.99 | 1690 | 0
met3 | 9.70 | 3940 | 101
met2 | 41.2 | 14300 | 510
met1 | 40.4 | 13800 | 4141
li1 | - | - | 3762
## cells in the mapped netlist (3+ instances only)
cell type                   count  area (µm²)
sky130_fd_sc_hd__nor2b_1       36         225
sky130_fd_sc_hd__a211oi_1      15         113
sky130_fd_sc_hd__mux2i_1       27         270
sky130_fd_sc_hd__a21oi_1       78         390
sky130_fd_sc_hd__a222oi_1      14         140
sky130_fd_sc_hd__nand2_1       68         255
sky130_fd_sc_hd__o22a_1         8        70.1
sky130_fd_sc_hd__mux2_2        43         484
sky130_fd_sc_hd__o211ai_1      35         263
sky130_fd_sc_hd__nand4_1       11        68.8
sky130_fd_sc_hd__a2bb2oi_1      6        52.6
sky130_fd_sc_hd__o21ai_0        7        35.0
sky130_fd_sc_hd__a32oi_1       11        96.3
sky130_fd_sc_hd__and2_1         3        18.8
sky130_fd_sc_hd__buf_1         18        67.6
sky130_fd_sc_hd__nand2b_1      48         300
sky130_fd_sc_hd__buf_2         26         130
sky130_fd_sc_hd__dfrtp_1       96        2400
sky130_fd_sc_hd__nand3_1       21         105
sky130_fd_sc_hd__clkbuf_1      49         184
sky130_fd_sc_hd__inv_2          4        15.0
sky130_fd_sc_hd__mux2_1        38         428
sky130_fd_sc_hd__and4_1         4        35.0
sky130_fd_sc_hd__o21ai_1        5        25.0
sky130_fd_sc_hd__a31oi_1        4        25.0
sky130_fd_sc_hd__o22ai_1      116         726
## repair_timing
action                                  4_1_cts  5_1_grt
endpoints found under the setup margin       40       29
resized                                     384       58
buffers inserted                             70       13
cloned                                        6        0
pin swaps                                    82       50
## worst max path at each step
stage | cells after the start | endpoint | slack (ns) | from
4_1_cts | 6 | o_Bus8[4] | -0.21 | Reg_D.register.o_Data[4]
5_1_grt | 9 | o_Bus16[14] | -0.26 | i_Write8[6]
6_report | 6 | o_Bus8[4] | -0.20 | Reg_H.register.o_Data[4]
Power and IR drop assume default switching activity.
