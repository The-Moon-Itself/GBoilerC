`flow/run.sh`:
```
#!/bin/bash
# OpenROAD 26Q1-2900-gdf79404cd8, Yosys 0.63+post, stock flow scripts
make -C /OpenROAD-flow-scripts/flow DESIGN_CONFIG=/design/flow/config.mk WORK_HOME=/design/flow/orfs finish
```
`flow/config.mk`:
```
export PLATFORM = sky130hd
export DESIGN_NAME = Main_ALU
export DESIGN_NICKNAME = Main_ALU
export VERILOG_FILES = /design/flow/design.v
export SDC_FILE = /design/flow/constraint.sdc
export NUM_CORES = 4
export LEC_CHECK = 1
export CORE_AREA = 10 10 92 92
export DIE_AREA = 0 0 102 102
```
`flow/constraint.sdc`:
```
current_design Main_ALU

set clk_period 6.2
set clk_io_pct 0.2

create_clock -name clk0 -period $clk_period

set non_clock_inputs [all_inputs -no_clocks]
set_input_delay [expr $clk_period * $clk_io_pct] -clock clk0 $non_clock_inputs
set_output_delay [expr $clk_period * $clk_io_pct] -clock clk0 [all_outputs]
```
`flow/design.v`:
```
`timescale 1ns / 1ps
module Adder8(
    input [7:0] i_A,  
    input [7:0] i_B,  
    input i_Carry,  
    output [7:0] o_Sum,  
    output o_Carry,  
    output o_HalfCarry  
    );
    wire [4:0] low_nybble_sum = i_A[3:0] + i_B[3:0] + i_Carry;
    wire [4:0] high_nybble_sum = i_A[7:4] + i_B[7:4] + low_nybble_sum[4];
    assign o_Sum = {high_nybble_sum[3:0], low_nybble_sum[3:0]};
    assign o_Carry = high_nybble_sum[4];
    assign o_HalfCarry = low_nybble_sum[4];
endmodule
`timescale 1ns / 1ps
module Main_ALU(
    input [7:0] i_A,  
    input [7:0] i_B,  
    input [2:0] i_Opcode,  
    input [3:0] i_F,  
    output [7:0] o_A,  
    output [3:0] o_F  
    );
    wire [7:0] result_and = i_A & i_B;
    wire [7:0] result_xor = i_A ^ i_B;
    wire [7:0] result_or = i_A | i_B;
    wire [7:0] result_logic = ({8{(i_Opcode[1:0] == 2'b00)}} & result_and) |
                               ({8{(i_Opcode[1:0] == 2'b01)}} & result_xor) |
                               ({8{(i_Opcode[1:0] == 2'b10)}} & result_or) |
                               ({8{(i_Opcode[1:0] == 2'b11)}} & i_A);
    wire invert_carry = ((i_Opcode[0] & i_F[0]) & ~i_Opcode[2]) ^ i_Opcode[1];
    wire [7:0] result_arithmetic;
    wire [1:0] adder_flags;  
    Adder8 adder
    (.i_A(i_A),
    .i_B(i_B ^ {8{i_Opcode[1]}}),  
    .i_Carry(invert_carry),
    .o_Sum(result_arithmetic),
    .o_Carry(adder_flags[0]),
    .o_HalfCarry(adder_flags[1])
    );
    wire [7:0] result = i_Opcode[2] ? result_logic : result_arithmetic;
    wire bitwise_op = i_Opcode[2] & ~(i_Opcode[1] & i_Opcode[0]);
    wire N_flag = i_Opcode[2] ? i_Opcode[1:0] == 2'b11 : i_Opcode[1];
    wire H_flag = (~bitwise_op & (N_flag ^ adder_flags[1])) | (i_Opcode == 3'b100);
    wire C_flag = (~bitwise_op & (N_flag ^ adder_flags[0]));
    assign o_A = result;
    assign o_F = {result == 0, N_flag, H_flag, C_flag};
endmodule
```
==> impl_metrics.csv <==
group,metric,value,unit
final_layout,nClkBuffers,0,
floorplanning,core_area,6460,um2
synthesis,top_cell_area_share,25.8,%
run,maxCapViolCount,0,
synthesis,logic_family,"adder cells",
critical_path,critPathMaxFanout,2,
final_timing,worst_hold_slack,3580,ps
floorplanning,die-area,10400,um2
final_timing,worst_slew_pin_slew,334,ps
global_route,grt_max_degree,24,
routing,ant_nets,0,
synthesis,adder_share,33.3,%
synthesis,ys_warn_count,0,
final_layout,syn_to_final_growth,41.3,%
floorplanning,fp.dieW,102,um
cts,hold_buffers,0,
final_timing,fmax,169,MHz
synthesis,mux_share,21.0,%
routing,num_vias,911,
place,port-buffer-count,32,
synthesis,ys_seq_share,0,%
synthesis,largest_area_cell,"ha_1",
global_route,grt_pass1_wl,4280,um
final_timing,maxSlewHeadroom,77.4,%
final_timing,fin_crit,5910,ps
final_timing,finalSetupTns,0,ps
synthesis,postSynthAreaPerCell,8.41,um2
critical_path,startpoint_type,"primary input",
global_route,antenna_found_initial,0,
floorplanning,fp-utilization,16.5,%
synthesis,compound_area_share,9.72,%
synthesis,synth_cell_type_count,29,
final_layout,drive_above_1_share,13.3,%
synthesis,most_common_cell,"inv_1",
synthesis,syn_area,1070,um2
routing,antenna-diode-count,0,
routing,via_per_inst,3.88,
power,finalPower,0.138,mW
critical_path,critPathKind,"primary input to output pin",
synthesis,yosys_area,1070,um2
final_timing,rsz0062_at_grt,"no",
synthesis,yosys.area_share.simple,10.4,%
final_timing,timing.final.crit_share,95.4,%
floorplanning,ios,35,
routing,wl_per_cell,11.2,um
synthesis,common_cells,"inv_1, ha_1, xor2_1, nand2_1",
final_timing,setup_slack,285,ps
final_layout,ff_latch_area,0,um2
routing,wirelength,2640,um
final_timing,hold_viol_final,0,
floorplanning,dieHeight,102,um
synthesis,ys_sh_xor,10.7,%
power,vdd_drop_max,45.2,uV
power,powerDensity,91.6,nW/um2
floorplanning,row_count,29,
global_route,grt_util_all_layers,5.01,%
place,hpwl,2280,um
critical_path,worstSetupEndpointType,"output pin",
final_layout,flops,0,
power,power.leakage,0.741,nW
place,place.gp.congestion,0.897,
final_layout,n_fill_cell,703,
synthesis,yosys_cells,127,
routing,drt_iter0_markers,23,
synthesis,netlist_instances,127,
global_route,grt_overflow,0,
routing,drc_errors,0,
routing,first_pass_iters,4,
final_timing,report.final.slew_viol_count,0,
final_timing,setup_viol,0,
critical_path,cp.required,4960,ps
place,dp_slack,78.4,ps
outcome,run_status,"completed",
run,warning_count,43,
critical_path,cp.arrival,4670,ps
global_route,grt_pass1_vias,929,
synthesis,top_cells_by_area,"ha_1, mux4_2, xor2_1, inv_1, fa_1",
hold_path,hold_class,"primary input to output pin",
## critical path, stage by stage
cell and delay [ps]:
clkdlybuf4s50_1 470, nand2_1 60, nor2_1 100, xor2_1 190, fa_2 240, inv_1 50, fa_1 390, nor2b_1 110
o21ai_0 80, nand2b_1 130, fa_2 210, inv_1 50, fa_2 360, inv_1 60, a21o_1 130, a21oi_1 80
nor3_1 140, a21o_1 100, clkdlybuf4s50_1 460
## what timing repair did
item | 4_1_cts | 5_1_grt
endpoints found under the setup margin | 0 | 2
gates resized | 0 | 7
buffers inserted | 0 | 1
## cell type report
| class | count | area [um2] | area share (%) |
|---|---|---|---|
| multi-input combinational | 91 | 930 | 61.6 |
| inverter | 28 | 105 | 6.96 |
| timing repair buffer | 39 | 379 | 25.1 |
| tap | 77 | 96.3 | 6.38 |
## layer usage
metal | wire length, um | global-route usage (%) | vias up
li1 | - | - | 482
met1 | 1260 | 6.69 | 412
met2 | 1230 | 8.59 | 17
met3 | 146 | 1.16 | 0
met4 | 0 | 0 | 0
met5 | 0 | 0 | -
## worst paths after layout
check / start / to / depth (start not counted)
hold / removal: i_Opcode[2] / o_F[3] / 5
setup / recovery: i_Opcode[0] / o_F[0] / 19
## per-stage QoR
step,util (%),cells,cell area (um2)
2_1_floorplan,-,127,1070
5_1_grt,23.4,235,1510
3_3_place_gp,22.8,234,1480
4_1_cts,22.8,234,1480
6_report,23.4,235,1510
3_5_place_dp,22.8,234,1480
## where the power goes
part | internal, mW | total (mW) | switching, mW
Clock | 0 | 0 | 0
Combinational | 0.0804 | 0.138 | 0.0579
Sequential | 0 | 0 | 0
Total | 0.0804 | 0.138 | 0.0579
## cell usage in the layout, fill, tap and decap left out, types with 2 or more instances in the layout
cell,netlist,final
o21ai_0,6,6
mux2_1,2,2
o21ai_1,2,2
buf_4,4,6
a21oi_1,3,3
ha_1,22,22
inv_1,28,28
mux2i_1,4,4
xor2_1,13,12
nor2_1,2,2
mux4_2,6,6
nand2b_1,2,2
nand2_1,9,9
a21o_1,4,4
fa_2,0,3
clkdlybuf4s50_1,0,31
## logic make-up (layout without fill, tap and decap cells)
| kind of cell | count (synthesis) | count (layout) |
|---|---|---|
| buf+inv | 36 | 67 |
| compound gates | 18 | 18 |
| mux | 14 | 14 |
| xor+xnor | 13 | 13 |
| fa+ha+maj | 26 | 26 |
| simple gates | 20 | 20 |
Power and IR drop assume default switching activity.
